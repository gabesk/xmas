--- ./design.v ---
module lights(
    input clk_fast,
    input clk_slow,
    input rx,
    output tx,
    output [23:0] leds,
    output [5:0] user_io,
    input ble_rxi,
    output ble_txo,
    input esp_rxi,
    output esp_txo,
    input vusb_half,
    output clk_fast_en,
    input cs_n,
    input sclk,
    input mosi,
    input miso
);
    assign user_io = 6'b000000;
    assign ble_txo = 1;
    assign esp_txo = 1;
    wire clk;
    reg [2:0] vusb_half_synch;
    always @ (posedge clk_slow)
        vusb_half_synch <= {vusb_half_synch[1:0], vusb_half};
    wire vusb_half_i = vusb_half_synch[2];
    assign clk = vusb_half_i ? clk_fast : clk_slow;
    assign clk_fast_en = vusb_half ? 1'b1 : 1'b0;  
    wire tick, tick_fast, tick_slow;
    tickmaker #(.TICK_WIDTH(20)) ticker_fast_clk (clk, 1'b1, tick_fast);
    tickmaker #(.TICK_WIDTH(13)) ticker_slow_clk (clk, 1'b1, tick_slow);
    assign tick = vusb_half_i ? tick_fast : tick_slow;  
    reg [24*3-1:0] intensities, intensities_i;
    wire [24*3-1:0] intensities_s, intensities_r;
    pwm p[23:0](
        .clk({24{clk}}),
        .value(intensities),
        .signal(leds)
    );
    wire [7:0] pat_up_a;
    wire [71:0] pat_up_d;
    reg pat_up_we = 0;
    stored_pattern pat(clk, tick, pat_up_a, pat_up_d, pat_up_we, intensities_s);
    random rnd(clk, tick, intensities_r);
    reg [8:0] switcher = 0;
    always @ (posedge clk) if (tick) switcher <= switcher + 1;
    wire clk_switch = switcher[8];
    wire cmd_go;
    wire [7:0] cmd;
    reg [7:0] cmd_latch;
    always @ (*)
        if (cmd_latch == "r")
            intensities <= intensities_r;
        else if (cmd_latch == "s")
            intensities <= intensities_s;
        else if (cmd_latch == "i")
            intensities <= intensities_i;
        else
            case(vusb_half_i)
                0: intensities <= intensities_s;
                1: intensities <= intensities_r;
            endcase
    assign pat_up_a = cmd;
    assign pat_up_d = intensities_i;
    reg [71:0] temp = 0;
    reg [1:0] s;
    always @ (posedge clk) begin
        if (cmd_go)
            case (s)
                0: begin
                    pat_up_we <= 0;
                    if (cmd == "p") begin
                        s <= 1;
                    end else if (cmd == "w") begin
                        s <= 2;
                    end else if (cmd == "u") begin
                        intensities_i <= temp;
                    end else begin
                        cmd_latch <= cmd;
                    end
                end
                1: begin
                    temp <= {temp[63:0], cmd};
                    pat_up_we <= 0;
                    s <= 0;
                end
                2: begin
                    pat_up_we <= 1;
                    s <= 0;
                end
                default: begin
                    pat_up_we <= 1'bx;
                    intensities_i <= 72'hxxxxxxxxxxxxxxxxxx;
                    cmd_latch <= 8'hxx;
                    s <= 0;
                end
            endcase
    end
    wire rx_done;
    wire [7:0] rx_byte;
    uart_rx rx_i(clk, rx, rx_done, rx_byte);
    reg rx_done_l = 1;
    always @ (posedge clk) rx_done_l <= rx_done;
    assign cmd_go = rx_done & !rx_done_l;
    assign cmd = rx_byte;
    wire tx_busy;
    uart_tx tx_i(clk, cmd, cmd_go, tx_busy, tx);
endmodule
module random(
    input clk,   
    input tick,  
    output [24*3-1:0] intensities
    );
    reg [23:0] twinkle = 0;
    wire [15:0] rnd;
    LFSR16_1002D l(clk, tick, rnd);
    always @ (*) begin
        case (rnd[6:0])
            0: twinkle <= 24'b100000000000000000000000;
            1: twinkle <= 24'b010000000000000000000000;
            2: twinkle <= 24'b001000000000000000000000;
            3: twinkle <= 24'b000100000000000000000000;
            4: twinkle <= 24'b000010000000000000000000;
            5: twinkle <= 24'b000001000000000000000000;
            6: twinkle <= 24'b000000100000000000000000;
            7: twinkle <= 24'b000000010000000000000000;
            8: twinkle <= 24'b000000001000000000000000;
            9: twinkle <= 24'b000000000100000000000000;
            10: twinkle <= 24'b000000000010000000000000;
            11: twinkle <= 24'b000000000001000000000000;
            12: twinkle <= 24'b000000000000100000000000;
            13: twinkle <= 24'b000000000000010000000000;
            14: twinkle <= 24'b000000000000001000000000;
            15: twinkle <= 24'b000000000000000100000000;
            16: twinkle <= 24'b000000000000000010000000;
            17: twinkle <= 24'b000000000000000001000000;
            18: twinkle <= 24'b000000000000000000100000;
            19: twinkle <= 24'b000000000000000000010000;
            20: twinkle <= 24'b000000000000000000001000;
            21: twinkle <= 24'b000000000000000000000100;
            22: twinkle <= 24'b000000000000000000000010;
            23: twinkle <= 24'b000000000000000000000001;
            default: twinkle <= 0;
        endcase
    end
    twinkler t[23:0](
        .clk({24{clk}}),
        .go(twinkle),
        .step({24{tick}}),
        .intensity(intensities)
    );
endmodule
module stored_pattern(
    input clk,
    input step,
    input [7:0] pat_up_a,
    input [71:0] pat_up_d,
    input pat_up_we,
    output [71:0] leds
    );
    wire [71:0] led_values;
    assign leds = led_values;
    reg [7:0] prog_addr = 0;
    ram pattern_ram (
      .clk(clk),
      .write_en(pat_up_we),
      .addr(pat_up_we ? pat_up_a : prog_addr),
      .din(pat_up_d),
      .dout(led_values)
    );
    always @ (posedge clk) if (step) prog_addr <= prog_addr + 1;
endmodule
module ram (din, addr, write_en, clk, dout);
    parameter addr_width = 8;
    parameter data_width = 72;
    input [addr_width-1:0] addr;
    input [data_width-1:0] din;
    input write_en, clk;
    output [data_width-1:0] dout;
    reg [data_width-1:0] dout;
    reg [data_width-1:0] mem [(1<<addr_width)-1:0];
    initial begin
        $readmemh("waterfall.txt", mem);
    end
    always @(posedge clk)  begin
        if (write_en)
            mem[(addr)] <= din;
        dout = mem[addr];
    end 
endmodule
module tickmaker(input clk, input tickin, output tickout);
    parameter TICK_WIDTH = 21;
    reg [TICK_WIDTH:0] c = 0;
    always @ (posedge clk) if (tickin) c <= c[TICK_WIDTH-1:0] + 1;
    wire tickout = c[TICK_WIDTH];
endmodule
module twinkler(input clk, input go, input step, output reg [2:0] intensity = 0);
    reg direction = 0;
    reg state; initial state = 0;
    always @ (posedge clk) begin
        case (state)
            0: if (go) state <= 1;
            1: begin
                case (direction)
                    0: begin
                        if (step) begin
                            intensity <= intensity + 1;
                            if (intensity == 3'b100) direction <= 1;
                        end
                    end
                    1: begin
                        if (step) begin
                            intensity <= intensity - 1;
                            if (intensity == 3'b001) begin
                                direction <= 0;
                                state <= 0;
                            end
                        end
                    end
                endcase
            end
        endcase
    end
endmodule
module pwm(clk, value, signal);
    input clk;
    input [2:0] value;
    output signal;
    reg [3:0] PWM;
    always @(posedge clk) PWM <= PWM[2:0]+value;
    assign signal = PWM[3];
endmodule
module LFSR16_1002D(
  input clk,
  input tick,
  output reg [15:0] LFSR = 65535
);
    wire feedback = LFSR[15];
    always @(posedge clk)
    begin
      if (tick) begin
          LFSR[0] <= feedback;
          LFSR[1] <= LFSR[0];
          LFSR[2] <= LFSR[1] ^ feedback;
          LFSR[3] <= LFSR[2] ^ feedback;
          LFSR[4] <= LFSR[3];
          LFSR[5] <= LFSR[4] ^ feedback;
          LFSR[6] <= LFSR[5];
          LFSR[7] <= LFSR[6];
          LFSR[8] <= LFSR[7];
          LFSR[9] <= LFSR[8];
          LFSR[10] <= LFSR[9];
          LFSR[11] <= LFSR[10];
          LFSR[12] <= LFSR[11];
          LFSR[13] <= LFSR[12];
          LFSR[14] <= LFSR[13];
          LFSR[15] <= LFSR[14];
      end
    end
endmodule
--- ./waterfall.txt ---
000000000000000000
000000000000000008
000000000000000010
000000000000000018
000000000000000020
000000000000000028
000000000000000030
000000000000000038
000000000000000031
00000000000000002a
000000000000000023
00000000000000001c
000000000000000015
00000000000000000e
000000000000000007
000000000000000207
000000000000000407
000000000000000607
000000000000000807
000000000000000a07
000000000000000c07
000000000000000e07
000000000000000c47
000000000000000a87
0000000000000008c7
000000000000000707
000000000000000547
000000000000000387
0000000000000001c7
0000000000002081c7
0000000000004101c7
0000000000006181c7
0000000000008201c7
000000000000a281c7
000000000000c301c7
000000000000e381c7
000000000000c711c7
000000000000aaa1c7
0000000000008e31c7
00000000000071c1c7
0000000000005551c7
00000000000038e1c7
0000000000001c71c7
0000000082081c71c7
0000000104101c71c7
0000000186181c71c7
0000000208201c71c7
000000028a281c71c7
000000030c301c71c7
000000038e381c71c7
000000031c711c71c7
00000002aaaa1c71c7
0000000238e31c71c7
00000001c71c1c71c7
0000000155551c71c7
00000000e38e1c71c7
0000000071c71c71c7
0082082071c71c71c7
0104104071c71c71c7
0186186071c71c71c7
0208208071c71c71c7
028a28a071c71c71c7
030c30c071c71c71c7
038e38e071c71c71c7
031c71c471c71c71c7
02aaaaa871c71c71c7
0238e38c71c71c71c7
01c71c7071c71c71c7
0155555471c71c71c7
00e38e3871c71c71c7
0071c71c71c71c71c7
2071c71c71c71c71c7
4071c71c71c71c71c7
6071c71c71c71c71c7
8071c71c71c71c71c7
a071c71c71c71c71c7
c071c71c71c71c71c7
e071c71c71c71c71c7
c471c71c71c71c71c7
a871c71c71c71c71c7
8c71c71c71c71c71c7
7071c71c71c71c71c7
5471c71c71c71c71c7
3871c71c71c71c71c7
1c71c71c71c71c71c7
1c71c71c71c71c71c7
1c71c71c71c71c71c7
1c71c71c71c71c71c7
1c71c71c71c71c71c7
1c71c71c71c71c71c7
1c71c71c71c71c71c7
1c71c71c71c71c71c7
1c71c71c71c71c71c7
1c71c71c71c71c71c7
1c71c71c71c71c71c7
1c71c71c71c71c71c7
1c71c71c71c71c71c7
1c71c71c71c71c71c7
1c71c71c71c71c71c7
1c71c71c71c71c71c7
1c71c71c71c71c71c7
1c71c71c71c71c71c7
1c71c71c71c71c71c7
1c71c71c71c71c71c7
1c71c71c71c71c71c7
1c71c71c71c71c71c7
1c71c71c71c71c71c7
1c71c71c71c71c71c7
1c71c71c71c71c71c7
1c71c71c71c71c71c7
1c71c71c71c71c71c7
1c71c71c71c71c71c7
1c71c71c71c71c71c7
1c71c71c71c71c71c7
1c71c71c71c71c71c7
1c71c71c71c71c71c7
1c71c71c71c71c71c7
1c71c71c71c71c71c7
1c71c71c71c71c71c7
1c71c71c71c71c71c7
1c71c71c71c71c71c7
1c71c71c71c71c71c7
1c71c71c71c71c71c7
1c71c71c71c71c71c7
1c71c71c71c71c71c7
1c71c71c71c71c71c7
1c71c71c71c71c71c7
1c71c71c71c71c71c7
1c71c71c71c71c71c7
1c71c71c71c71c71c7
1c71c71c71c71c71c7
1c71c71c71c71c71c7
1c71c71c71c71c71c7
1c71c71c71c71c71c7
1c71c71c71c71c71c7
1c71c71c71c71c71c7
1c71c71c71c71c71c7
1c71c71c71c71c71c7
1c71c71c71c71c71c7
1c71c71c71c71c71c7
1c71c71c71c71c71c7
1c71c71c71c71c71c7
1c71c71c71c71c71c7
1c71c71c71c71c71c7
1c71c71c71c71c71c7
1c71c71c71c71c71c7
1c71c71c71c71c71c7
1c71c71c71c71c71c7
1c71c71c71c71c71c7
1c71c71c71c71c71c7
1c71c71c71c71c71c7
1c71c71c71c71c71c7
1c71c71c71c71c71c7
1c71c71c71c71c71c7
1c71c71c71c71c71c7
1c71c71c71c71c71c7
1c71c71c71c71c71c7
1c71c71c71c71c71c7
1c71c71c71c71c71c7
1c71c71c71c71c71c7
1c71c71c71c71c71c7
1c71c71c71c71c71c7
1c71c71c71c71c71c7
1c71c71c71c71c71c7
1c71c71c71c71c71c7
1c71c71c71c71c71c7
1c71c71c71c71c71c7
1c71c71c71c71c71c7
1c71c71c71c71c71c7
1c71c71c71c71c71c7
1c71c71c71c71c71c7
1c71c71c71c71c71c7
1c71c71c71c71c71c7
1c71c71c71c71c71c7
1c71c71c71c71c71c7
1c71c71c71c71c71c7
1c71c71c71c71c71c7
1c71c71c71c71c71c7
1c71c71c71c71c71c7
1c71c71c71c71c71c7
1c71c71c71c71c71c7
1c71c71c71c71c71c7
1c71c71c71c71c71c7
1c71c71c71c71c71c7
1c71c71c71c71c71c7
1c71c71c71c71c71c7
1c71c71c71c71c71c7
1c71c71c71c71c71c7
1c71c71c71c71c71c7
1c71c71c71c71c71c7
1c71c71c71c71c71c7
1c71c71c71c71c71c7
1c71c71c71c71c71c7
1c71c71c71c71c71c7
1c71c71c71c71c71c7
1c71c71c71c71c71c7
1c71c71c71c71c71c7
1c71c71c71c71c71c7
1c71c71c71c71c71c7
1c71c71c71c71c71c7
1c71c71c71c71c71c7
1c71c71c71c71c71c7
1c71c71c71c71c71c7
1c71c71c71c71c71c7
1c71c71c71c71c71c7
1c71c71c71c71c71c7
1c71c71c71c71c71c7
1c71c71c71c71c71c7
1c71c71c71c71c71c7
1c71c71c71c71c71c7
1c71c71c71c71c71c7
1c71c71c71c71c71c7
1c71c71c71c71c71c7
1c71c71c71c71c71c7
1c71c71c71c71c71c7
1c71c71c71c71c71c7
1c71c71c71c71c71c7
1c71c71c71c71c71c7
1c71c71c71c71c71c7
1c71c71c71c71c71c7
1c71c71c71c71c71c7
1c71c71c71c71c71c7
1c71c71c71c71c71c7
1c71c71c71c71c71c7
1c71c71c71c71c71c7
1c71c71c71c71c71c7
1c71c71c71c71c71c7
1c71c71c71c71c71c7
1c71c71c71c71c71c7
1c71c71c71c71c71c7
1c71c71c71c71c71c7
1c71c71c71c71c71c7
1c71c71c71c71c71c7
1c71c71c71c71c71c7
1c71c71c71c71c71c7
1c71c71c71c71c71c7
1c71c71c71c71c71c7
1c71c71c71c71c71c7
1c71c71c71c71c71c7
1c71c71c71c71c71c7
1c71c71c71c71c71c7
1c71c71c71c71c71c7
1c71c71c71c71c71c7
1c71c71c71c71c71c7
1c71c71c71c71c71c7
1c71c71c71c71c71c7
1c71c71c71c71c71c7
1c71c71c71c71c71c7
1c71c71c71c71c71c7
1c71c71c71c71c71c7
1c71c71c71c71c71c7
1c71c71c71c71c71c7
1c71c71c71c71c71c7
1c71c71c71c71c71c7
1c71c71c71c71c71c7
1c71c71c71c71c71c7
--- ./run.sh ---
#!/bin/bash
# OpenROAD 26Q1-2900-gdf79404cd8, Yosys 0.63+post, stock flow scripts
make -C /OpenROAD-flow-scripts/flow DESIGN_CONFIG=/design/flow/config.mk WORK_HOME=/design/flow/orfs finish
--- ./config.mk ---
export PLATFORM = sky130hd
export DESIGN_NAME = twinkler
export DESIGN_NICKNAME = twinkler
export VERILOG_FILES = /design/flow/design.v
export SDC_FILE = /design/flow/constraint.sdc
export NUM_CORES = 4
export LEC_CHECK = 1
export CORE_AREA = 10 10 70 70
export DIE_AREA = 0 0 80 80
--- ./constraint.sdc ---
current_design twinkler

set clk_period 1.7
set clk_io_pct 0.2

create_clock -name clk0 -period $clk_period [get_ports {clk}]

set non_clock_inputs [all_inputs -no_clocks]
set_input_delay [expr $clk_period * $clk_io_pct] -clock clk0 $non_clock_inputs
set_output_delay [expr $clk_period * $clk_io_pct] -clock clk0 [all_outputs]
==> flow_summary_export.csv <==
group,metric,value,unit
sta,clock-skew-final,5.886,ps
grt,grt_pass1_wl,917,µm
routing,wire_per_inst,6.922,µm
routing,drtIter0Drc,1,
placed_design,place_congestion,0.7038,
power_and_ir_drop,p_sw,0.0001606,W
logic_synthesis,synth_top_area_share,43.24,%
grt,grt_max_degree,6,
floorplan,io_pins,6,
floorplan,dieHeight,80,µm
grt,antenna_found_initial,0,
logic_synthesis,synth_cell_types,14,
sta,setup_viol,0,
grt,gr-usage-all-layers,1.863,%
logic_synthesis,syn_inst,22,
logic_synthesis,synthXorXnorAreaFrac,6.306,%
floorplan,core,0.003416,mm²
logic_synthesis,ys_warn_count,1,
placed_design,io_buffers,5,
cells_and_area,lay_top_count,"clkdlybuf4s50_1",
cells_and_area,finish.instance_area,411.6,µm²
clocking,cts_buffers,3,
clocking,cts_setup_buffers,0,
clocking,clk_path_buf_depth,2,
sta,max-slew-margin-rel,87.07,%
floorplan,rows,21,
clocking,cts.clk_slew.worst_paths,50,ps
power_and_ir_drop,leakagePower,0.1608,nW
worst_setup_path,crit_slowest_cell,"clkdlybuf4s50_1",
sta,fin_ws,203.8,ps
worst_setup_path,max_stage_delay,500,ps
logic_synthesis,ys_cells,22,
power_and_ir_drop,p_comb_share,32.4,%
job,maxCapViolations,0,
cells_and_area,most-common-layout-cells,"5 x clkdlybuf4s50_1, 4 x ha_1, 4 x edfxtp_1",
worst_setup_path,startpoint_type,"flip-flop",
sta,finalCritPeriodShare,88.01,%
power_and_ir_drop,power_density,1388,mW/mm²
logic_synthesis,topCellsByArea,"edfxtp_1 43%, ha_1 18%, dfxtp_1 7.2%, and4b_2 4.1%, inv_1 4.1%",
clocking,insertion_delay,240,ps
placed_design,dp.cells,73,
clocking,cts_root_buf,"clkbuf_4",
logic_synthesis,yosysChipArea,277.8,µm²
worst_setup_path,cp_max_fo,5,
sta,final.setup.tns,0,ps
routing,wirelength,533,µm
clocking,hold_buffers,0,
worst_setup_path,worstPathCellList,"clkdlybuf4s50_1",
placed_design,dpl_cell_area,385.4,µm²
logic_synthesis,adder_share,18.02,%
sta,rsz0062_at_grt,"no",
power_and_ir_drop,p_sw_share,28.11,%
worst_setup_path,worst_setup_path_end_kind,"output pin",
routing,routed_via_density,2.390,
logic_synthesis,mux_share,3.604,%
status,outcome,"complete, no violations",
power_and_ir_drop,power_frac_clock,23.6,%
worst_hold_path,hp-class,"reg2reg",
grt,grt_pass1_vias,202,
logic_synthesis,simple_gate_area_share,9.009,%
logic_synthesis,synth.avg_cell_area,12.63,µm²
logic_synthesis,yosys.area_share.aoi,8.559,%
floorplan,fp_util,8.132,%
power_and_ir_drop,internal_power,0.0004109,W
cells_and_area,drive_above_1_share,19.35,%
clocking,post_cts_resized,0,
routing,vias,184,
logic_synthesis,yosysSeqAreaShare,50.45,%
cells_and_area,syn_to_final_growth,48.20,%
worst_setup_path,worst-setup-path-type,"reg2out",
routing,dr.pass1.iters,2,
sta,worst_slew_pin_slew,188.5,ps
placed_design,place_hpwl,447.4,µm
clocking,cts_tree,"yes",
floorplan,chip_area,0.006400,mm²
sta,drv_slew,0,
routing,ant_nets,0,
job,warnings,28,
cells_and_area,stdcell_count,77,
sta,min_period,1496,ps
logic_synthesis,synth.largest_area_cell,"edfxtp_1",
clocking,cts_sinks,5,
worst_setup_path,cp_top_family,"buffers and inverters",
routing,n_antenna_cell,0,
clocking,htreeDepth,1,
logic_synthesis,ys_ff,5,
power_and_ir_drop,seqPwrFrac,44.0,%
power_and_ir_drop,max-vdd-ir-drop,0.4052,mV
placed_design,place_ws,235.9,ps
sta,hold_violations,0,
worst_setup_path,cp_data_required_time,1360,ps
worst_setup_path,crit_arrival,1160,ps
logic_synthesis,syn_area,277.8,µm²
worst_setup_path,path_buffers,1,
floorplan,die_w,80,µm
routing,drc,0,
logic_synthesis,logic_family,"adder cells",
sta,max_freq,0.6684,GHz
grt,grt.overflow.total,0,
cells_and_area,nFillCells,407,
logic make-up (layout without fill, tap and decap cells):
logic type	count (synthesis)	count (layout)
and+or+nand+nor	4	4
adders and majority gates	4	4
buffers and inverters	3	12
AOI/OAI and AO/OA	3	3
DFF	5	5
muxes	1	1
xor gates and xnor gates	2	2
metrics by stage:
| stage | hold slack [ps] | total power [W] | util, % |
|---|---|---|---|
| after global placement | 464.6 | 0.0004419 | 11.28 |
| after global routing | 503.5 | 0.0006241 | 12.05 |
| after detailed placement | 475.5 | 0.0004450 | 11.28 |
| after CTS | 482.5 | 0.0005872 | 12.05 |
| after floorplan | 447.1 | 0.0003463 | - |
| final | 479.7 | 0.0005716 | 12.05 |
metal layers:
layer	GRT usage (%)	part of all wire [%]
met1	2.027	37
met3	1.136	7.7
met4	0.7042	0
met2	2.889	55
met5	0	0
layout make-up:
| cell class | count | area [µm²] | share of cell area (%) |
|---|---|---|---|
| timing repair buffer | 5 | 50.05 | 12.16 |
| inverter | 3 | 11.26 | 2.736 |
| tap | 46 | 57.56 | 13.98 |
| multi-input combinational | 14 | 126.4 | 30.70 |
| clock buffer | 4 | 26.28 | 6.383 |
| sequential | 5 | 140.1 | 34.04 |
Yosys cell counts:
library cell / count
dfxtp_1: 1
xnor2_1: 1
a22o_2: 1
inv_1: 3
nand2_1: 1
nor2_1: 1
edfxtp_1: 4
a21o_2: 1
a21oi_1: 1
ha_1: 4
and2_1: 1
xor2_1: 1
mux2i_1: 1
and4b_2: 1
worst paths after layout:
kind / slack, ps / to / cells past startpoint / start
max: 200 / intensity[0] / 1 / intensity[0]
min: 480 / state / 1 / state
min reg2reg: 480 / state / 1 / state
max reg2reg: 370 / direction / 4 / intensity[0]
power groups by stage:
stage	clock network [W]	logic [W]	registers, W
4_1_cts	0.000141	0.000193	0.000254
5_1_grt	0.000147	0.000216	0.000262
6_report	0.000135	0.000185	0.000252
state kept, by name, indices dropped and copies added, names as in the netlist:
name	flops
intensity	3
direction	1
state	1
Power figures rest on the tool's default switching activity, not on a simulated workload.
